[/design/flow/design.v]
module power_manager(
    input i_Clock,
    input i_reset,
    input TX_Active,
    output reg enter_sleep
);
    reg [32:0] idle_counter;
    always @(posedge i_Clock or negedge i_reset) begin
        if (~i_reset) begin
            idle_counter <= 0;
            enter_sleep <= 0;
        end else begin
            if (TX_Active) begin
                idle_counter <= 0;
                enter_sleep <= 0;
            end else begin
                if (idle_counter < 32'd1000000) begin
                    idle_counter <= idle_counter + 1;
                end else begin
                    enter_sleep <= 1;
                end
            end
        end
    end
endmodule
[/design/flow/run.sh]
#!/bin/bash
# OpenROAD 26Q1-2900-gdf79404cd8, Yosys 0.63+post, stock flow scripts
make -C /OpenROAD-flow-scripts/flow DESIGN_CONFIG=/design/flow/config.mk WORK_HOME=/design/flow/orfs finish
[/design/flow/config.mk]
export PLATFORM = sky130hd
export DESIGN_NAME = power_manager
export DESIGN_NICKNAME = power_manager
export VERILOG_FILES = /design/flow/design.v
export SDC_FILE = /design/flow/constraint.sdc
export NUM_CORES = 4
export LEC_CHECK = 1
export CORE_UTILIZATION = 30
[/design/flow/constraint.sdc]
current_design power_manager

set clk_period 2.9
set clk_io_pct 0.2

create_clock -name clk0 -period $clk_period [get_ports {i_Clock}]

set non_clock_inputs [all_inputs -no_clocks]
set_input_delay [expr $clk_period * $clk_io_pct] -clock clk0 $non_clock_inputs
set_output_delay [expr $clk_period * $clk_io_pct] -clock clk0 [all_outputs]
==> ci_impl_report.md <==
## Implementation flow summary

| Metric | Value |
|---|---|
| Register share of total power | `0.505` |
| YS chip area | `around 1700 sq um` |
| Clk network pwr share | `0.466` |
| Cells after Synth | `about 150` |
| Max-Cap Viols | `0` |
| Final hold slack | `approximately 0.5 ns` |
| Vias per inst | `roughly 4.7` |
| Met3 WL | `just under 70 um` |
| Final setup vio count | `0` |
| Leak Pwr | `between 0.7 and 0.8 nW` |
| Warnings, synthesis | `1` |
| WP data required | `3.13 ns` |
| HP Class | `flip-flop to flip-flop` |
| Hold buffers post-CTS | `0` |
| Diode count | `0` |
| HPWL Detailed | `~1900 um` |
| Global Route Usage Sum | `0.107` |
| First-pass GRT wire length | `between 5000 and 6000 um` |
| Fin crit period | `about 2.2 ns` |
| Worst Path Arrival | `2.38 ns` |
| Rel. slew slack | `0.559` |
| Core ar. | `5510 sq um` |
| Post-CTS Setup Bufs | `0` |
| Vias | `around 1100` |
| DRC viols | `0` |
| Number of enable flip-flop cells | `0` |
| Startpoint Class | `flip-flop` |
| Max-slew violations | `0` |
| Routed len/inst | `between 10 and 15 um` |
| Power density cells | `492 nW/um^2` |
| Commonest flop | `dfrtp_1` |
| Router iterations before antenna repair | `4` |
| CP Class | `flip-flop to flip-flop` |
| CTS resizes | `0` |
| Total CTS buffers | `5` |
| Register area share after synthesis | `0.494` |
| Fmax | `around 0.46 GHz` |
| Logic pwr share | `0.029` |
| Final instance area | `approximately 1900 sq um` |
| Switching Power | `roughly 0.21 mW` |
| RSZ-0062 raised after global routing | `false` |
| Die area | `~6000 sq um` |
| Grt ovf | `0` |
| CP Capture Type | `flip-flop` |
| IO Pins | `4` |
| M1 WL | `~1600 um` |
| Initial antenna violation count | `0` |
| Placed cell area | `between 1500 and 2000 sq um` |
| Yosys reg bits | `34` |
| Vias in the first global route | `1055` |
| Final Util | `0.352` |
| Max VDD drop | `between 400 and 500 uV` |
| Setup TNS | `0 ns` |
| Area leader share | `0.494` |
| Share of layout cells above drive strength 1 | `0.210` |
| Die W | `between 70 and 80 um` |
| Top cells by area, synth | `dfrtp_1 49%, xnor2_1 8.1%, nor4_2 8.0%, nor2_1 4.8%, and2_1 4.4%` |
| Area grow syn2layout | `12.4%` |
| Placer congestion estimate | `between 0.7 and 0.8` |
| Cell Int Power | `0.742 mW` |
| ANT nets after route | `0` |
| Top layer in use | `met4` |
| Final Skew | `roughly 0.004 ns` |
| Ys async rst share | `1.00` |
| Final hold violations | `0` |
| Site row count | `27` |
| Root Buffer | `clkbuf_8` |
| CP max FO | `11` |
| Sw Share | `0.221` |
| Clk latency late pin | `between 0.2 and 0.3 ns` |
| Clock slew at reported path FFs | `0.07 ns` |
| # Cells Yosys | `approximately 150` |
| Largest net degree at the start of global routing | `35` |
| IO buf count | `3` |
| Die Y | `slightly below 80 um` |
| Status | `finished clean` |
| Average size of a mapped cell | `~12 sq um` |
| CTS tree | `yes` |
| Post-synthesis cell type count | `32` |
| Met2 wire len | `roughly 1200 um` |
| Largest buffer count on any clock path | `2` |
| Worst-Margin Slew | `about 0.66 ns` |
| Tool Warnings | `25` |
| Initial Util | `0.313` |
| Final period utilization | `0.743` |
| Starting DRT DRC Count | `31` |
| CTS H-tree depth | `2` |
| Sink Count | `34` |
| Area leader, netlist | `dfrtp_1` |
| Final wirelength | `approximately 3000 um` |
| Netlist Area Pre-Place | `about 1700 sq um` |
-- Yosys cell counts (3+ instances only) --
cell,number
nor3_2,3
nand4_1,4
nor2b_1,4
xnor2_1,16
dfrtp_1,34
nor4b_1,4
nor4_2,11
buf_6,3
nand2_1,3
nand3_1,4
and3_1,3
clkbuf_1,3
nor2_1,22
and2_1,12
-- cell type report --
| class | instances | area, sq um |
|---|---|---|
| fill | 547 | 3570 |
| sequential | 34 | 851 |
| multi-input combinational | 107 | 818 |
| tap | 72 | 90.1 |
| clock buffer | 5 | 68.8 |
| timing repair buffer | 7 | 60.1 |
| clock inverter | 3 | 45.0 |
| inverter | 1 | 3.75 |
-- cells by family (layout without fill, tap and decap cells) --
group | Yosys count | count (layout) | synth area share
buffers and inverters | 8 | 16 | 0.0312
flip-flops | 34 | 34 | 0.494
adder cells (fa/ha/maj) | 1 | 1 | 0.00726
AND/OR/NAND/NOR | 80 | 80 | 0.325
multiplexers | 3 | 3 | 0.0189
AND-OR/OR-AND | 7 | 7 | 0.0428
XOR/XNOR | 16 | 16 | 0.0813
-- path summary, 6_finish.rpt --
| path | startpoint | to | slack [ns] | depth (start not counted) |
|---|---|---|---|---|
| max in group asynchronous | i_reset | idle_counter[1] | 1.90 | 2 |
| worst max register to register | idle_counter[11] | idle_counter[26] | 0.74 | 6 |
| worst min-delay path | idle_counter[30] | idle_counter[30] | 0.49 | 1 |
| min in group asynchronous | i_reset | idle_counter[25] | 0.70 | 2 |
| worst max-delay path | idle_counter[11] | idle_counter[26] | 0.74 | 6 |
| worst min register to register | idle_counter[30] | idle_counter[30] | 0.49 | 1 |
-- cells in the final DEF (no fill, tap or decap), drive strengths merged, types with 4 or more instances in the layout --
cell and instances:
and2 12, buf 4, clkbuf 5, dfrtp 34, nand3 4, nand4 6, nor2 23, nor2b 4
nor3 5, nor4 11, nor4b 5, xnor2 16
-- metal layers --
layer,up-vias,global-route usage
met4,0,0.0208
met5,-,0
li1,542,-
met2,14,0.153
met3,7,0.0191
met1,521,0.176
-- stage by stage --
step	setup slack, ns	std cells	power (mW)
2_1_floorplan	1.18	149	0.502
3_3_place_gp	0.777	221	0.518
3_5_place_dp	0.761	221	0.519
4_1_cts	0.752	229	0.963
5_1_grt	0.553	229	0.989
6_report	0.744	229	0.953
-- flip-flops by register name (all words and copies together) (netlist names) --
register and count:
idle_counter 33, enter_sleep 1
-- worst max-delay path, cell delays in order, from the launching register on --
cell and delay [ns]:
dfrtp_1 0.46, nor3_2 0.09, a2111oi_4 0.67, buf_4 0.31
nor3_2 0.10, nor2_2 0.27, and2_1 0.18
-- power groups by stage --
stage                 logic (mW)  clock network (mW)  registers, mW
after CTS                 0.0288               0.453          0.481
after global routing      0.0331               0.474          0.481
final                     0.0276               0.444          0.481
No activity file was given, so power comes from the tool's default toggle rates.
