### flow/config.mk
export PLATFORM = sky130hd
export DESIGN_NAME = write_interface
export DESIGN_NICKNAME = write_interface
export VERILOG_FILES = /design/flow/design.v
export SDC_FILE = /design/flow/constraint.sdc
export NUM_CORES = 4
export LEC_CHECK = 1
export CORE_AREA = 10 10 91 91
export DIE_AREA = 0 0 101 101
### flow/design.v
module write_interface(
    input         i_Clock,
    input         i_reset,
    input         brg_we,
    input         data_we,
    input  [7:0]  i_data,
    output reg [7:0] brg_reg,
    output reg [7:0] data_out
);
    wire        data_en;
    wire        brg_en;
    reg         brg_we_sync;
    reg         data_we_sync;
    always @(posedge i_Clock or negedge i_reset) begin
        if(~i_reset) begin
            brg_we_sync <= 1'b0;
            data_we_sync <= 1'b0;
        end else begin
            brg_we_sync <= brg_we;
            data_we_sync <= data_we;
        end
    end
    assign brg_en  = brg_we_sync & (~brg_we);
    assign data_en = data_we_sync & (~data_we);
    always @(posedge i_Clock or negedge i_reset) begin
        if(~i_reset) 
            brg_reg <= 8'd0;
        else if (brg_en) 
            brg_reg <= i_data;
    end
    always @(posedge i_Clock or negedge i_reset) begin
        if(~i_reset) 
            data_out <= 8'd0;
        else if (data_en) 
            data_out <= i_data;
    end
endmodule
### flow/run.sh
#!/bin/bash
# OpenROAD 26Q1-2900-gdf79404cd8, Yosys 0.63+post, stock flow scripts
make -C /OpenROAD-flow-scripts/flow DESIGN_CONFIG=/design/flow/config.mk WORK_HOME=/design/flow/orfs finish
### flow/constraint.sdc
current_design write_interface

set clk_period 1.9
set clk_io_pct 0.2

create_clock -name clk0 -period $clk_period [get_ports {i_Clock}]

set non_clock_inputs [all_inputs -no_clocks]
set_input_delay [expr $clk_period * $clk_io_pct] -clock clk0 $non_clock_inputs
set_output_delay [expr $clk_period * $clk_io_pct] -clock clk0 [all_outputs]
==> flow_metrics.env <==
# source this file to load flow results
export IMPL_top_area_frac=0.636
export IMPL_clock_latency_late_pin_ns=0.24
export IMPL_htree_num_levels=1
export IMPL_crit_required_ns=1.52
export IMPL_finalClockPeriodUsage=0.775
export IMPL_met1_length_um=790
export IMPL_startpoint_type="flip-flop"
export IMPL_setup_worst_path_end_class="output port"
export IMPL_worst_slew_pin_slew_ns=0.232
export IMPL_post_cts_buffers=0
export IMPL_async_reset_ff_frac=1.00
export IMPL_max_freq_mhz=679
export IMPL_netlist_top_cells_area="dfrtp_1 (64%), mux2_4 (17%), mux2_2 (13%), nand2b_4 (3.9%), and2b_4 (2.8%)"
export IMPL_diodes=0
export IMPL_flop_area_um2=450
export IMPL_ios=28
export IMPL_rows=29
export IMPL_synth_area_um2=708
export IMPL_num_fill_cells=682
export IMPL_wl_met3_um=262
export IMPL_yosys_area_um2=708
export IMPL_die_width_um=101
export IMPL_ys_seq_frac=0.636
export IMPL_clkSlewWorstSetupHoldPaths_ns=0.06
export IMPL_slew_headroom=0.846
export IMPL_die_y_um=101
export IMPL_critical_path_class="flip-flop to output port"
export IMPL_finalCriticalPeriod_ns=1.47
export IMPL_path_cells="clkdlybuf4s50_1"
export IMPL_cts_tree="built"
export IMPL_common_cells="dfrtp_1 (18), mux2_2 (8), mux2_4 (8)"
export IMPL_synthToLayoutAreaGrowth_pct=58.7
export IMPL_route_detailed_drc=0
export IMPL_grt_pass1_vias=486
export IMPL_gp_congestion=0.694
export IMPL_peakVddDrop_mv=0.288
export IMPL_top_area_cell="dfrtp_1"
export IMPL_grt_pass1_wl_mm=2.68
export IMPL_coreArea_mm2=0.00635
export IMPL_rsz0062_at_grt="no"
export IMPL_critPathArrivalTime_ns=1.09
export IMPL_yosys_cells=38
export IMPL_place_inst=143
export IMPL_ant_nets=0
export IMPL_antenna_found_initial=0
export IMPL_p_per_area_mw_per_mm2=822
export IMPL_edf_count=0
export IMPL_max_cap_violations=0
export IMPL_via_count=418
export IMPL_routed_wl_mm=1.68
export IMPL_yosysWarningCount=1
export IMPL_warnings=25
export IMPL_postCtsHoldBufs=0
export IMPL_combGateArea_um2=258
export IMPL_p_leak_uw=0.000461
export IMPL_drive_above_1_share=0.348
export IMPL_slew_violations=0
export IMPL_hold_violations=0
export IMPL_yosys_cell_count_top_type="dfrtp_1"
export IMPL_grt_max_degree=19
export IMPL_status="completed"
export IMPL_avgRoutedWirePerCell_um=11.5
export IMPL_synth_area_per_cell_um2=18.6
export IMPL_finalSetupViolations=0
export IMPL_fp_util=0.112
export IMPL_numCtsBuffers=3
export IMPL_critPathTopFamily="buffers and inverters"
export IMPL_path_buffers=1
export IMPL_drt_iter0_drc=3
export IMPL_synthesis_instances=38
export IMPL_track_usage=0.0343
export IMPL_critPathMaxStageDelay_ns=0.48
export IMPL_cts_resized=0
export IMPL_drt_first_pass_iters=2
export IMPL_critPathMaxFanout=2
export IMPL_setup_tns_final_ns=0
export IMPL_clkSinkCount=18
export IMPL_clockRootBuffer="clkbuf_8"
export IMPL_fin_skew_ns=0.00372
export IMPL_grt_ovfl_total=0
export IMPL_clockBufferDepth=2
export IMPL_via_per_inst=2.86
export IMPL_yosysUniqueCellTypes=5
export IMPL_wl_met2_um=623
export IMPL_die_area_mm2=0.0102
export IMPL_instances_no_fill=146
export IMPL_yosys_register_bits=18
export IMPL_synth_main_ff_cell="dfrtp_1"
export IMPL_routed_top_layer="met3"
export IMPL_hold_path_class="input pin to asynchronous set/reset pin"
export IMPL_io_buffer_count=27
export IMPL_crit_slowest_cell="clkdlybuf4s50_1"
kinds of logic (layout without fill, tap and decap cells):
logic type	count (synthesis)	count (layout)	share of synthesized area
buf+inv	0	31	0
flops	18	18	0.636
mux	16	16	0.297
simple gates	4	4	0.0671
power by group:
part / internal [µW] / switching, µW
sequential: 436 / 29.8
clock: 140 / 111
combinational: 164 / 42.8
through the flow:
step | power [µW] | area, µm² | setup slack (ns) | hold slack [ns] | util
2_1_floorplan | 529 | 708 | 0.837 | 0.0844 | -
3_3_place_gp | 681 | 1080 | 0.342 | 0.486 | 0.170
3_5_place_dp | 685 | 1080 | 0.326 | 0.493 | 0.170
4_1_cts | 946 | 1120 | 0.397 | 0.461 | 0.177
5_1_grt | 983 | 1120 | 0.348 | 0.474 | 0.177
6_report | 924 | 1120 | 0.427 | 0.461 | 0.177
layout make-up:
class / instances / area share
well taps: 77 / 0.0857
clock buffers: 3 / 0.0367
flip-flops and latches: 18 / 0.401
repair buffers: 28 / 0.247
multi-input cells: 20 / 0.229
cells in the final DEF, fill, tap and decap left out, drive strengths merged:
cell type	count
mux2	16
clkbuf	3
dfrtp	18
buf	1
clkdlybuf4s50	27
nand2b	2
and2b	2
metal layers:
metal  global-route usage  vias to the layer above
met4              0.00107                        0
li1                     -                      198
met2               0.0442                       26
met1               0.0478                      194
met5                    0                        -
met3               0.0243                        0
worst paths after layout:
check | startpoint | end | slack, ns | cells after the start
worst max-delay path | brg_reg[2]$_DFFE_PN0P_ | brg_reg[2] | 0.43 | 1
min in group clk0 | brg_reg[3]$_DFFE_PN0P_ | brg_reg[3]$_DFFE_PN0P_ | 0.51 | 1
worst min-delay path | i_reset | brg_we_sync$_DFF_PN0_ | 0.46 | 2
worst max register to register | data_we_sync$_DFF_PN0_ | data_out[3]$_DFFE_PN0P_ | 0.87 | 2
max in group asynchronous | i_reset | brg_reg[4]$_DFFE_PN0P_ | 1.25 | 2
worst min register to register | brg_reg[3]$_DFFE_PN0P_ | brg_reg[3]$_DFFE_PN0P_ | 0.51 | 1
Power is estimated from default activity; no workload was simulated.
